==> /design/flow/design.v <==
module flipflop(p, clk, reset, q);
parameter LENGTH = 1;
input wire [LENGTH-1:0] p;
input wire clk;
input wire reset;
output reg [LENGTH-1:0] q;
always @ (posedge clk or posedge reset) begin
  if (reset == 1) begin
    q <= 0;
  end
  else begin
    q <= p;
  end
end
endmodule
module flipflop_wr(p_wr, clk, reset, wr, q_wr);
parameter LENGTH = 1;
input wire [LENGTH-1:0] p_wr;
input wire clk;
input wire reset;
input wire wr;
output wire [LENGTH-1:0] q_wr;
wire [LENGTH-1:0] flipflop_in;
wire [LENGTH-1:0] flipflop_out;
wire [1:0] [LENGTH-1:0] mux_in;
wire [LENGTH-1:0] mux_out;
flipflop #(LENGTH) ff(
  .p(flipflop_in),
  .clk(clk),
  .reset(reset),
  .q(flipflop_out)
);
muxN_1 #(LENGTH,2) m(
  .p(mux_in),
  .sel(wr),
  .q(mux_out)
);
assign { mux_in[1], mux_in[0] } = { p_wr, flipflop_out };
assign flipflop_in = mux_out;
assign q_wr = flipflop_out;
endmodule
module fulladder(a, b, sum, cin, cout);
parameter LENGTH = 8;
input wire [LENGTH-1:0] a;
input wire [LENGTH-1:0] b;
output wire [LENGTH-1:0] sum;
input  wire cin;
output wire cout;
wire [LENGTH:0] s;
assign    s = a + b + cin;
assign  sum = s[LENGTH-1:0];
assign cout = s[LENGTH];
endmodule
module muxN_1(p, sel, q);
parameter LENGTH = 1;
parameter N = 2;
parameter SEL_BITS = $clog2(N);
input wire [N-1:0][LENGTH-1:0] p;
input wire [SEL_BITS-1:0] sel;
output wire [LENGTH-1:0] q;
assign q = p[sel];
endmodule
module pc(p_wr, clk, reset, wr, pc_in, q_wr);
parameter LENGTH = 32;
input wire [LENGTH-1:0] p_wr;
input wire clk;
input wire reset;
input wire wr;
input wire pc_in;
output wire [LENGTH-1:0] q_wr;
wire [LENGTH-1:0] ff_in;
wire [LENGTH-1:0] ff_out;
flipflop_wr #(LENGTH) ff(
  .p_wr(ff_in),
  .clk(clk),
  .reset(reset),
  .wr(wr),
  .q_wr(ff_out)
);
wire [1:0] [LENGTH-1:0] mux_in;
muxN_1 #(.LENGTH(LENGTH), .N(2)) mux(
  .p(mux_in),
  .sel(pc_in),
  .q(ff_in)
);
reg [LENGTH-1:0] pc4 = 'd4;
wire [LENGTH-1:0] adder_out;
wire cout;
fulladder #(.LENGTH(LENGTH)) adder(
  .a(pc4),
  .b(ff_out),
  .sum(adder_out),
  .cin(1'b0),
  .cout(cout)
);
assign q_wr = ff_out;
assign { mux_in[1], mux_in[0] } = { p_wr, adder_out };
endmodule
==> /design/flow/run.sh <==
#!/bin/bash
# OpenROAD 26Q1-2900-gdf79404cd8, Yosys 0.63+post, stock flow scripts
make -C /OpenROAD-flow-scripts/flow DESIGN_CONFIG=/design/flow/config.mk WORK_HOME=/design/flow/orfs finish
==> /design/flow/config.mk <==
export PLATFORM = sky130hd
export DESIGN_NAME = pc
export DESIGN_NICKNAME = pc
export VERILOG_FILES = /design/flow/design.v
export SDC_FILE = /design/flow/constraint.sdc
export NUM_CORES = 4
export LEC_CHECK = 1
export CORE_UTILIZATION = 30
==> /design/flow/constraint.sdc <==
current_design pc

set clk_period 4.7
set clk_io_pct 0.2

create_clock -name clk0 -period $clk_period [get_ports {clk}]

set non_clock_inputs [all_inputs -no_clocks]
set_input_delay [expr $clk_period * $clk_io_pct] -clock clk0 $non_clock_inputs
set_output_delay [expr $clk_period * $clk_io_pct] -clock clk0 [all_outputs]
==> results.txt <==
yosys + openroad results -> summed instance area of the synthesized netlist=0.00210 mm², transition at the pin with the smallest max-transition slack=0.675 ns, overall power consumption=0.803 mW, depth of the CTS H-tree=2, routability cong.=0.878, post-synthesis cell type with the largest combined area=sky130_fd_sc_hd__dfrtp_1, CTS buffer count=5, source of the critical timing path=wr, Commonest flop=sky130_fd_sc_hd__dfrtp_1, Insertion Delay late pin=0.28 ns, pin count of the biggest net entering global routing=46, number of iterations in the first detailed-routing pass=4, number of buffers added on ports=67, leading cell types by count after synthesis=sky130_fd_sc_hd__dfrtp_1, sky130_fd_sc_hd__nand2_1, sky130_fd_sc_hd__nor2_1, sky130_fd_sc_hd__o21ai_0, sky130_fd_sc_hd__nand3_1, peak clock frequency supported by timing=377 MHz, number of enable flip-flop cells=0, critical path buffer and inverter count=4, share of the synthesized area in the top cell type=0.381, CTS sink count=32, wire length of the first global-routing pass=10500 µm, final std cells w/o fill=409, tool warning count=25, detail-routed via count per cell=5.58, final worst clock skew=0.00660 ns, leakage power of the design=1.12 nW, Final Setup Violations=0, horizontal die size=85.7 µm, Crit Path Category=in2reg, cell breakdown of the critical path=clkdlybuf4s50_1 -> buf_4 -> clkinv_1 -> buf_4 -> nor4_1 -> a221o_1, run status=finished, final reports clean, cell total in the yosys stat output=253, Die Y=85.7 µm, total number of vias=2281, wire length per cell after detailed routing=15.9 µm, cell type of the slowest stage on the worst timing path=sky130_fd_sc_hd__clkdlybuf4s50_1, Pre-Place Util=0.309, clock-pin slew reported for the worst setup and hold paths after clock tree synthesis=0.06 ns, clock period minus worst slack=2.65 ns, Mapped Avg Cell Area=8.30 µm², share of flip-flops with an asynchronous set or reset=1.00, yosys warns=2, residual DRC count=0, count of hold-fix buffers inserted at cts=0, antenna violations before repair=0, longest individual stage delay on the worst path=0.45 ns, setup bufs post-CTS=0, Max-slew headroom=0.550, path category of the worst min-delay check=reg2reg, placed cell count=404, crit path DRT=4.92 ns, most common cell in the synthesized netlist=sky130_fd_sc_hd__dfrtp_1, total routed wirelength=6490 µm, Largest delay share family, worst path=buffers and inverters, area growth from synthesis to final layout=39.2%, clock tree from TritonCTS=done, DRC violation total after the first TritonRoute iteration=124, CTS-repair resized insts=0, YS chip area=0.00210 mm², Yosys cell types=49, number of placed I/O pins=68, CTS root buffer=sky130_fd_sc_hd__clkbuf_8, via count of the first global-routing pass=2033, Critical Path Source Type=input port, cell repeated most along the worst path=sky130_fd_sc_hd__buf_4, signal arrival time at the worst endpoint=2.87 ns, post-detailed-placement half-perimeter wirelength=4470 µm, GR Util All Layers=0.184, post-synthesis cell count=253, largest driver fanout on the critical path=29, reported max-cap violation count=0, final-report max-slew violation count=0, power density relative to cell area=275 mW/mm², floorplan row count=30, total die size=0.00734 mm², floorplan core area=0.00679 mm², overflow left after global routing=0, summed negative setup slack over all endpoints=0 ns, maximum VDD drop=0.0970 mV, Flops after synth=32, share of the clock period used by the worst path after layout=0.564, type of destination of the critical path=flip-flop, # diodes=0, sequential share of the synthesized area=0.381, RSZ-0062 raised after global routing=false, dominant cells by area after synthesis=sky130_fd_sc_hd__dfrtp_1, sky130_fd_sc_hd__nand2_1, sky130_fd_sc_hd__o21ai_0, sky130_fd_sc_hd__nor2_1, sky130_fd_sc_hd__nand3_1, Post-DRT Antenna Nets=0, proportion of layout cells with a drive suffix above 1=0.0479, Hold Fails Final Rpt=0, maximum clock path buffer count=2
worst min-delay path, stage by stage, from the launching register on:
cell                      delay (ns)
sky130_fd_sc_hd__dfrtp_1        0.34
sky130_fd_sc_hd__nand2_1        0.06
sky130_fd_sc_hd__nand2_1        0.06
cell usage in the layout, fill, tap and decap left out, types with 4 or more instances in the layout:
| master | instances |
|---|---|
| sky130_fd_sc_hd__o21ai_0 | 16 |
| sky130_fd_sc_hd__a22oi_1 | 7 |
| sky130_fd_sc_hd__dfrtp_1 | 32 |
| sky130_fd_sc_hd__inv_1 | 8 |
| sky130_fd_sc_hd__mux2i_1 | 4 |
| sky130_fd_sc_hd__clkdlybuf4s50_1 | 67 |
| sky130_fd_sc_hd__a22o_1 | 4 |
| sky130_fd_sc_hd__and2_1 | 4 |
| sky130_fd_sc_hd__buf_4 | 4 |
| sky130_fd_sc_hd__nand2_1 | 29 |
| sky130_fd_sc_hd__nand4_1 | 8 |
| sky130_fd_sc_hd__a311oi_1 | 4 |
| sky130_fd_sc_hd__nand3_1 | 13 |
| sky130_fd_sc_hd__and4_1 | 4 |
| sky130_fd_sc_hd__nor2_1 | 20 |
| sky130_fd_sc_hd__and3_1 | 7 |
| sky130_fd_sc_hd__a221o_1 | 4 |
| sky130_fd_sc_hd__clkbuf_8 | 5 |
| sky130_fd_sc_hd__a31oi_1 | 5 |
| sky130_fd_sc_hd__a21oi_1 | 11 |
| sky130_fd_sc_hd__nor4_1 | 10 |
| sky130_fd_sc_hd__nor3_1 | 11 |
layer usage:
metal  wire length (µm)  vias to the layer above  global-route usage  part of all wire
li1                   -                     1098                   -                 -
met1               3170                     1096               0.306              0.49
met2               2890                       82               0.270              0.44
met3                363                        5              0.0234             0.056
met4                 72                        0              0.0197             0.011
met5                  0                        -                   0                 0
where the power goes:
part,total [mW],leakage [nW],internal (mW),switching [mW]
Clock,0.189,0.0359,0.0952,0.0936
Combinational,0.230,0.707,0.143,0.0873
Sequential,0.384,0.379,0.316,0.0687
Total,0.803,1.12,0.553,0.250
worst paths after layout:
path | end | slack (ns) | cells after the start
worst max-delay path | flip-flop | 2.05 | 6
worst min-delay path | flip-flop | 0.49 | 2
worst max register to register | flip-flop | 2.44 | 5
worst min register to register | flip-flop | 0.49 | 2
max in group asynchronous | async pin | 3.34 | 3
min in group asynchronous | async pin | 1.05 | 3
final cells by class:
cell class,count,area (µm²)
clock buffers,5,68.8
fillers,663,3870
inverters,9,33.8
multi-input cells,196,1200
flip-flops and latches,32,801
well taps,96,120
repair buffers,71,701
logic make-up (layout without fill, tap and decap cells):
logic type | Yosys count | after routing | synth area share
mux | 4 | 4 | 0.0191
flops | 32 | 32 | 0.381
fa+ha+maj | 1 | 1 | 0.00596
simple gates | 117 | 117 | 0.298
buf+inv | 25 | 85 | 0.0477
compound gates | 74 | 74 | 0.248
metrics by stage:
stage / cell area (µm²) / hold WS [ns] / worst slack (ns) / util
2_1_floorplan: 2100 / 0.421 / 2.60 / -
3_3_place_gp: 2850 / 0.464 / 1.79 / 0.420
3_5_place_dp: 2850 / 0.475 / 1.75 / 0.420
4_1_cts: 2920 / 0.491 / 2.05 / 0.430
5_1_grt: 2920 / 0.514 / 1.92 / 0.430
6_report: 2920 / 0.488 / 2.05 / 0.430
Power and IR drop assume default switching activity.
