$ cat flow/run.sh
#!/bin/bash
# OpenROAD 26Q1-2900-gdf79404cd8, Yosys 0.63+post, stock flow scripts
make -C /OpenROAD-flow-scripts/flow DESIGN_CONFIG=/design/flow/config.mk WORK_HOME=/design/flow/orfs finish
$ cat flow/config.mk
export PLATFORM = sky130hd
export DESIGN_NAME = imem
export DESIGN_NICKNAME = imem
export VERILOG_FILES = /design/flow/design.v
export SDC_FILE = /design/flow/constraint.sdc
export NUM_CORES = 4
export LEC_CHECK = 1
export CORE_AREA = 10 10 95 95
export DIE_AREA = 0 0 105 105
$ cat flow/constraint.sdc
current_design imem

set clk_period 1.6
set clk_io_pct 0.2

create_clock -name clk0 -period $clk_period [get_ports {clk}]

set non_clock_inputs [all_inputs -no_clocks]
set_input_delay [expr $clk_period * $clk_io_pct] -clock clk0 $non_clock_inputs
set_output_delay [expr $clk_period * $clk_io_pct] -clock clk0 [all_outputs]
$ cat flow/design.v
module imem(addr, ins, clk);
parameter LENGTH = 32;
parameter SIZE = 1024;
parameter SEL_BITS = $clog2(SIZE);
input wire [SEL_BITS-1:0] addr;
output reg [LENGTH-1:0] ins;
input wire clk;
reg [SIZE-1:0][7:0] memory;
always @ (posedge clk) begin
  ins <=
  {
    memory[addr + 3],
    memory[addr + 2],
    memory[addr + 1],
    memory[addr + 0]
  };
end
initial begin
  memory[0] <= 8'h0f; memory[1] <= 8'h0f; memory[2] <= 8'h00; memory[3] <= 8'h67;  
  memory[4] <= 8'hf0; memory[5] <= 8'h00; memory[6] <= 8'h00; memory[7] <= 8'hb7;  
  memory[8] <= 8'h00; memory[9] <= 8'h00; memory[10] <= 8'h00; memory[11] <= 8'h33;  
  memory[12] <= 8'h00; memory[13] <= 8'h10; memory[14] <= 8'h01; memory[15] <= 8'h33;  
end
endmodule
==> notes.md <==
fresh numbers from the pnr run: final hold violations=0, switching share of power=22.1%, mux contribution to synthesized area=0%, clock network fraction of total power=37.4%, critical path buffer and inverter count=1, post-layout period usage of the worst path=86.7%, CTS tree=built, data required time at the worst endpoint=1280 ps, CTS Sinks=29, wire length of the first global-routing pass=4330 um, post-route ant nets=0, number of buffers created by CTS=5, hold path start=addr[0], leading cell type by number of instances after synthesis=sky130_fd_sc_hd__dfxtp_1, Syn Std Cell Area=0.00105 mm^2, row cnt=30, maximum capacitance violations=0, number of flip-flops in the largest register=29, top cell type by total area after synthesis=sky130_fd_sc_hd__dfxtp_1, kind of cell adding the most delay to the critical path=buffers and inverters, post-DR vias/cell=3.37, final tally of setup violations=0, Tmin final=1390 ps, critical path's slowest cell=sky130_fd_sc_hd__clkdlybuf4s50_1, count of hold buffers inserted by post-cts repair=0, signal arrival time at the worst endpoint=1070 ps, Leak=0.612 nW, via count of the first global-routing pass=854, number of library cell types mapped by synthesis=27, number of buffers between clock root and the deepest sink=2, Synth Area in Compound Gates=10.2%, hold path depth=3, placed standard-cell area=0.00154 mm^2, Ports=43, part of the total power dissipated in sequential elements=51.3%, Finished Cell Area=0.00162 mm^2, internal power component=1.13 mW, category of the critical setup timing path=reg -> out, detail-routed net length per standard cell=10.7 um, biggest registers after layout=ins (29), die outline height=105 um, routability cong.=0.812, kind of path behind the tightest hold check=in -> reg, Initial DRT Pass Iterations=4, critical path fanouts, max=2, core utilization at floorplan=15.2%, unrepaired setup endpoints after global routing=no, top cells by area in the synthesized netlist=sky130_fd_sc_hd__dfxtp_1 (55%), sky130_fd_sc_hd__buf_6 (5.4%), sky130_fd_sc_hd__nor2_1 (4.6%), count of flip-flops with a built-in enable after synthesis=0, FFs w/ async S/R, synth=0%, worst hold slack across all endpoints=794 ps, die extent in x=105 um, top logic cell family in the synthesized netlist=simple AND/OR/NAND/NOR gates, mean post-synth cell area=9.64 um^2, final standard cell utilization of the core=23.4%, total half-perimeter wirelength after legalization and detailed placement=2170 um, post-CTS clock slew at the launch and capture registers of the worst setup and hold paths=60 ps, number of cells in the yosys synthesis report=109, number of standard cells in the layout, taps in and fillers out=250, Post-CTS Setup Bufs=0, fraction of final layout cells with drive strength greater than 1=14.9%, count of pins over their slew limit=0, number of register bits inferred by synthesis=29, run status=complete, no violations, post-synthesis chip area from yosys=0.00105 mm^2, power per standard cell area=899 mW/mm^2, share of the synthesized netlist area taken by xor and xnor gates=1.67%, count of routing violations after the opening detailed-route iteration=26, PortBufs=36, Fmax=721 MHz, commonest cells in the synthesized netlist=sky130_fd_sc_hd__dfxtp_1 (29), sky130_fd_sc_hd__nor2_1 (13), sky130_fd_sc_hd__nand2_1 (12), sky130_fd_sc_hd__a21oi_1 (9), cells after synthesis=109, most flop-heavy register=ins, area share of and/or/nand/nor cells after synthesis=21.9%, Root Buffer Master=sky130_fd_sc_hd__clkbuf_8, Critical Path, Cell by Cell=clkdlybuf4s50_1, pin count of the biggest net entering global routing=14, share of the yosys chip area belonging to registers=55.2%, number of cells after detailed placement=242, core region area=0.00691 mm^2, Post-CTS Resized=0, CTS H-tree depth=2, power dissipated by switching net loads=322 uW, number of warnings issued by yosys=8065, predominant post-synthesis flop cell=sky130_fd_sc_hd__dfxtp_1, aggregate routed wire length=2670 um, end point of the worst hold path=ins[17], Syn-to-layout area delta=54.0%, overflow left after global routing=0, DR DRC count=0, Die Size=0.0110 mm^2, worst vdd ir=292 uV, Critical Path Start Type=flop, fa+ha+maj area frac=0.952%, delay of the slowest cell on the worst path=470 ps, antenna violations before repair=0, fill cell count=757, Dominant cell area share=55.2%, GRT Total Usage=4.81%, Critical Path End Type=output port, number of inserted diodes=0, relative contribution of combinational cells to total power=11.3%, tool warning count=29, detailed-route via count=842
==> cell usage in the layout, fill, tap and decap left out, types with 3 or more instances in the layout <==
cell type	netlist	routed
sky130_fd_sc_hd__clkdlybuf4s50_1	0	36
sky130_fd_sc_hd__dfxtp_1	29	29
sky130_fd_sc_hd__nor2_1	13	13
sky130_fd_sc_hd__nand2_1	12	12
sky130_fd_sc_hd__buf_4	3	10
sky130_fd_sc_hd__a21oi_1	9	9
sky130_fd_sc_hd__and3_1	5	5
sky130_fd_sc_hd__clkbuf_8	0	5
sky130_fd_sc_hd__nor3_1	4	4
sky130_fd_sc_hd__a31oi_1	3	3
==> power groups by stage <==
stage	Sequential [mW]	Combinational [mW]	Clock, mW
final	0.747	0.164	0.545
after global routing	0.749	0.184	0.590
after CTS	0.748	0.168	0.561
==> cell families (layout without fill, tap and decap cells) <==
group                      count (synthesis)  after routing
DFF                                       29             29
other                                      1              2
buffers and inverters                     13             57
adders and majority gates                  1              1
xor gates and xnor gates                   2              2
AOI/OAI and AO/OA                         17             17
and+or+nand+nor                           46             46
==> worst max-delay path by stage <==
stage | startpoint | slack [ps] | depth (start not counted) | to
CTS | ins[3] | 180 | 1 | ins[30]
global route | ins[14] | 130 | 1 | ins[14]
finish | ins[3] | 210 | 1 | ins[3]
==> cell type report <==
class	count	area [um^2]	share of cell area (%)
Clock buffer	6	72.6	4.48
Tap cell	96	120	7.42
Inverter	2	7.51	0.464
Sequential cell	29	581	35.9
Clock inverter	2	10.0	0.618
Timing Repair Buffer	47	455	28.1
Multi-Input combinational cell	68	373	23.0
==> per-stage QoR <==
step / power [mW] / setup WS (ps) / setup TNS, ps
floorplan: 0.847 / 597 / 0
global placement: 0.931 / -16.4 / -16.4
detailed placement: 0.930 / -13.9 / -14.2
CTS: 1.48 / 179 / 0
global route: 1.52 / 131 / 0
finish: 1.46 / 212 / 0
==> metal layers <==
metal,wire length (um),GRT usage [%],vias to the layer above,part of all wire (%)
met4,27,0.686,0,1.0
met2,1270,8.45,25,48
met3,306,2.73,5,11
met1,1060,4.98,373,40
li1,-,-,439,-
met5,0,0,-,0
Power and IR drop assume default switching activity.
